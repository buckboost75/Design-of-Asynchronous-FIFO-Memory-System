### /design/flow/constraint.sdc
current_design FIFO_TOP

set clk_period 3.6
set clk_io_pct 0.2

create_clock -name clk0 -period $clk_period [get_ports {rclk}]
create_clock -name clk1 -period $clk_period [get_ports {wclk}]

set non_clock_inputs [all_inputs -no_clocks]
set_input_delay [expr $clk_period * $clk_io_pct] -clock clk0 $non_clock_inputs
set_output_delay [expr $clk_period * $clk_io_pct] -clock clk0 [all_outputs]
### /design/flow/design.v
`timescale 1ns / 1ns
module FIFO_TOP
#(parameter DATA_SIZE = 8,
  parameter ADDR_SIZE = 4)
  (output [DATA_SIZE-1:0] rdata,
   output             wfull,
   output             rempty,
   input  [DATA_SIZE-1:0] wdata,
   input              winc, wclk, wrst_n,
   input              rinc, rclk, rrst_n);
  wire   [ADDR_SIZE-1:0] waddr, raddr;
  wire   [ADDR_SIZE:0]   wptr, rptr, wq2_rptr, rq2_wptr;
    r2w_sync #(ADDR_SIZE)   sync_r2w  (.wq2_rptr(wq2_rptr), .rptr(rptr),
                           .wclk(wclk), .wrst_n(wrst_n));
    w2r_sync #(ADDR_SIZE) sync_w2r  (.rq2_wptr(rq2_wptr), .wptr(wptr),
                           .rclk(rclk), .rrst_n(rrst_n));
    fifo_mem #(DATA_SIZE, ADDR_SIZE) fifo_mem
                          (.rdata(rdata), .wdata(wdata),
                           .waddr(waddr), .raddr(raddr),
                           .wclken(winc), .wfull(wfull),
                           .wclk(wclk));
    empty #(ADDR_SIZE) rptr_empty
                          (.rempty(rempty),
                           .raddr(raddr),
                           .rptr(rptr), 
                            .rq2_wptr(rq2_wptr),
                           .rinc(rinc), .rclk(rclk),
                           .rrst_n(rrst_n));
     full  #(ADDR_SIZE)     wptr_full
                          (.wfull(wfull), .waddr(waddr),
                           .wptr(wptr), .wq2_rptr(wq2_rptr),
                           .winc(winc), .wclk(wclk),
                           .wrst_n(wrst_n));
endmodule
`timescale 1ns / 1ns
module empty #(parameter ADDR_SIZE=4)
   (output reg  rempty,
   output     [ADDR_SIZE-1:0] raddr,
   output reg [ADDR_SIZE  :0] rptr,
   input      [ADDR_SIZE  :0] rq2_wptr,
   input                     rinc, rclk, rrst_n);
  reg  [ADDR_SIZE:0] rbin;
  wire [ADDR_SIZE:0] rgraynext, rbinnext;
  always @(posedge rclk or negedge rrst_n)
    if (!rrst_n) {rbin, rptr} <= 0;
    else         {rbin, rptr} <= {rbinnext, rgraynext};
  assign raddr     = rbin[ADDR_SIZE-1:0];
  assign rbinnext  = rbin + (rinc & ~rempty);
  assign rgraynext = (rbinnext>>1) ^ rbinnext;
  assign rempty_val = (rgraynext == rq2_wptr);
  always @(posedge rclk or negedge rrst_n)
    if (!rrst_n) rempty <= 1'b1;
    else  rempty <= rempty_val;
endmodule
`timescale 1ns / 1ns
module fifo_mem #(parameter DATA_SIZE=8,
                  parameter ADDR_SIZE=4)
    (input [DATA_SIZE-1:0] wdata, 
     output [DATA_SIZE-1:0] rdata, 
     input [ADDR_SIZE-1:0] waddr,raddr,
     input wclk,wclken,wfull
     );
  localparam DEPTH = 1 << ADDR_SIZE;
  reg [DATA_SIZE-1:0] mem [0:DEPTH-1];
  assign rdata = mem[raddr];
  always @(posedge wclk)
  if (wclken && !wfull)
      mem[waddr] <= wdata;
endmodule
`timescale 1ns / 1ns
module full #(parameter ADDR_SIZE=4)
(output reg                wfull,
   output     [ADDR_SIZE-1:0] waddr,
   output reg [ADDR_SIZE  :0] wptr,
   input      [ADDR_SIZE  :0] wq2_rptr,
   input                     winc, wclk, wrst_n);
  reg  [ADDR_SIZE:0] wbin;
  wire [ADDR_SIZE:0] wgraynext, wbinnext;
  always @(posedge wclk or negedge wrst_n)
    if (!wrst_n) {wbin, wptr} <= 0;
    else         {wbin, wptr} <= {wbinnext, wgraynext};
  assign waddr = wbin[ADDR_SIZE-1:0];
  assign wbinnext  = wbin + (winc & ~wfull);
  assign wgraynext = (wbinnext>>1) ^ wbinnext;
  assign wfull_val = (wgraynext=={~wq2_rptr[ADDR_SIZE:ADDR_SIZE-1],
                                   wq2_rptr[ADDR_SIZE-2:0]});
  always @(posedge wclk or negedge wrst_n)
    if (!wrst_n) wfull  <= 1'b0;
    else         wfull  <= wfull_val;
endmodule
`timescale 1ns / 1ns
module r2w_sync  #(parameter ADDR_SIZE = 4)
    (output reg [ADDR_SIZE:0] wq2_rptr,
     input  [ADDR_SIZE:0] rptr,
     input  wclk, wrst_n
     );
     reg [ADDR_SIZE:0] wq1_rptr;
    always @(posedge wclk or negedge wrst_n)
    if (!wrst_n) {wq2_rptr,wq1_rptr} <= 0;
    else         {wq2_rptr,wq1_rptr} <= {wq1_rptr,rptr};
endmodule
`timescale 1ns / 1ns
module w2r_sync #(parameter ADDR_SIZE=4)
   (output reg [ADDR_SIZE:0] rq2_wptr,
   input [ADDR_SIZE:0] wptr,
   input rclk, rrst_n);
  reg [ADDR_SIZE:0] rq1_wptr;
  always @(posedge rclk or negedge rrst_n)
    if (!rrst_n) {rq2_wptr,rq1_wptr} <= 0;
    else         {rq2_wptr,rq1_wptr} <= {rq1_wptr,wptr};
endmodule
### /design/flow/config.mk
export PLATFORM = sky130hd
export DESIGN_NAME = FIFO_TOP
export DESIGN_NICKNAME = FIFO_TOP
export VERILOG_FILES = /design/flow/design.v
export SDC_FILE = /design/flow/constraint.sdc
export NUM_CORES = 4
export LEC_CHECK = 1
export CORE_UTILIZATION = 50
### /design/flow/run.sh
#!/bin/bash
# OpenROAD 26Q1-2900-gdf79404cd8, Yosys 0.63+post, stock flow scripts
make -C /OpenROAD-flow-scripts/flow DESIGN_CONFIG=/design/flow/config.mk WORK_HOME=/design/flow/orfs finish
==> CHANGELOG.md <==
## Flow update

* CP Cell Sequence: buf_4 > mux4_2 > a22oi_1 > nand2_1 > clkdlybuf4s50_1
* Placement Rows at 40
* Final standard cell area without fillers at 7590 sq um
* RePlAce Congestion at 0.763
* Worst vdd rail ir drop at 840 uV
* Count of warning messages emitted by the tools at 26
* Yosys cell count at 322
* Leftover overflow at the end of global routing at 0
* Cell family with the largest share of critical-path delay: buffers and inverters
* Standard cell area after detailed placement at 6920 sq um
* Startpoint of the lowest-slack register-to-register path: rptr_empty.rempty
* Netlist area before placement at 6360 sq um
* WL/cell at 21.8 um
* Core region area at 12,200 sq um
* Internal reg-to-reg setup slack at 1380 ps
* Share of final-layout standard cells stronger than drive strength 1 at 0.235
* GR Util All Layers at 0.225
* Commonest cells in the netlist: 128 x edfxtp_1, 39 x dfrtp_1, 32 x mux4_2, 16 x a22oi_1, 15 x nor2_1
* Reg2reg path depth at 7
* Pre-antenna DRT Iters at 4
* Avg Vias per Cell at 5.51
* Chip Footprint at 13,200 sq um
* Instance count of the mapped netlist at 322
* Number of global-route vias before repair at 3,312
* Clock tree from TritonCTS: built
* Delay of the slowest cell on the worst path at 510 ps
* Slowest cell on the critical path: mux4_2
* Max Fanout on Critical Path at 7
* Synthesized chip area reported by yosys at 6360 sq um
* Critical setup path kind: flop to primary output
* Buf+Inv Stages, Crit Path at 2
* Largest net degree at the start of global routing at 36
* Die Span X at 115 um
* Global-route wire length before repair at 18.9 mm
* Worst-case headroom to the max-slew limit at 0.511
* Signal arrival time at the worst endpoint at 2380 ps
* Worst min-delay path startpoint: rptr_empty.rptr[3]
* Leakage component of the power at 0.00267 uW
* Number of different library cells in the post-synthesis netlist at 28
* Number of antenna diodes at 0
* Instance count on the critical path at 5
* Post-synth seq share at 0.762
* Count of library flops with an enable pin at 128
* Type of the tightest min-delay check: flop to flop
* Count of boundary I/O pins at 24
* Status: complete, no violations
* DRC at 0
* Layout overhead on the synthesized area at 19.3%
* Final count of negative-setup-slack endpoints at 0
* End point of the worst hold path: sync_r2w.wq1_rptr[3]
* Final core utilization at 0.621
* Area leader share at 0.604
* Total via count after detailed routing at 3,057
* Startpoint kind of the worst setup timing path: flop
* Setup Total Neg Slack at 0 ps
* Critical Path End Type: primary output
* Number of antenna violations at the first check in global routing at 1
* Violation count after the first detailed-route iteration at 225
* Post-cts repair resize count at 0
* Leading cell types by total area after synthesis: edfxtp_1 60%, dfrtp_1 15%, mux4_2 11%, a22oi_1 1.9%, xor2_1 1.8%
* Die y size at 115 um
* Init Core Util at 0.521
* Clock input transition at the sequential cells of the worst setup and hold paths at 50 ps
* Overall power at 6630 uW
* Number of port buffers at 22
* Number of failing hold endpoints at the final stage at 0
* Yosys warnings at 7
* Average instance area after synthesis at 19.8 sq um
* Instance count along the most critical hold path at 0
* RSZ-0062 raised after global routing: false
* Largest clock skew in the final design at 4.81 ps
* Number of max-cap violations at 0
* Power density over the cells at 873 nW/um^2
* Detailed-route wire length at 12.1 mm
* Post-CTS Setup Repair Bufs at 0
* Cell type with the largest total area after synthesis: edfxtp_1
* Hold WS at 180 ps
* Post-cts hold-fix buffer tally at 0
* Transition time at the pin with the least slew margin at 731 ps
* Share of flip-flops with an asynchronous set or reset at 0.238
* Clock sinks at 168
* Crit path required time at 2880 ps
* Slew Viols, Final at 0
* End of the worst register-to-register path: rptr_empty.rempty
* Antenna viol nets, final at 0
* Most instantiated library cell after synthesis: edfxtp_1
* Post-synthesis sequential element count at 168
* Placed wire-length estimate at 7.38 mm
* Most common reg cell: edfxtp_1
routing by layer:
metal	up-vias	global-route usage	routed length [um]
met5	-	0.0222	0
met4	0	0.0338	207
met3	17	0.0960	1010
met2	123	0.309	5420
li1	1358	-	-
met1	1559	0.403	5460
worst reg2reg max path, stage by stage, from the launching register on:
cell      delay, ps
dfstp_2         530
nor2b_1          50
ha_1            220
ha_1            260
xor2_1          300
xor2_1          130
or3_1           370
a221oi_2        260
cells in the final DEF, fill, tap and decap left out, drive strengths merged, types with 2 or more instances in the layout:
| master | instances |
|---|---|
| edfxtp | 128 |
| nand2b | 3 |
| bufinv | 3 |
| clkbuf | 22 |
| or3 | 5 |
| a22oi | 16 |
| buf | 22 |
| a221oi | 2 |
| nor2 | 15 |
| nor2b | 2 |
| dfrtp | 39 |
| clkinvlp | 4 |
| mux4 | 32 |
| clkinv | 6 |
| nand2 | 13 |
| nand3 | 8 |
| clkdlybuf4s50 | 22 |
| xnor2 | 10 |
| inv | 7 |
| ha | 4 |
| xor2 | 13 |
| nor3 | 4 |
flip-flops by register name (all words and copies together), names as in the netlist, 4 cells and up:
signal and count:
sync_w2r.rq1_wptr 5, sync_r2w.wq2_rptr 5, fifo_mem.mem 128, sync_w2r.rq2_wptr 5, rptr_empty.rptr 5, wptr_full.wbin 4
rptr_empty.rbin 4, wptr_full.wptr 5, sync_r2w.wq1_rptr 5
power breakdown:
part	switching, uW	leakage (uW)	internal [uW]
clock network	746	0.000318	1240
registers	220	0.00163	2490
logic	942	0.000730	994
total	1910	0.00267	4720
how the worst max path moves through the flow:
| stage | to | startpoint | slack [ps] |
|---|---|---|---|
| after global routing | rdata[7] | rptr_empty.rbin[0] | 390 |
| after CTS | rdata[7] | rptr_empty.rbin[0] | 490 |
| final | rdata[4] | rptr_empty.rbin[0] | 500 |
area by class of cell:
class	instances	area (sq um)
Clock buffer	22	508
Tap cell	168	210
Timing Repair Buffer	44	410
Multi-Input combinational cell	133	1430
Inverter	6	22.5
Clock inverter	14	165
Fill cell	894	4620
Sequential cell	168	4850
cells by family (layout without fill, tap and decap cells):
group,Yosys count,after routing,share of synthesized area
AOI/OAI and AO/OA,19,19,0.0238
xor gates and xnor gates,25,25,0.0401
adders and majority gates,4,4,0.00787
buffers and inverters,21,86,0.0142
DFF,168,168,0.762
muxes,32,32,0.113
and+or+nand+nor,53,53,0.0389
metrics by stage:
stage / setup slack (ps) / std cells
after detailed placement: 650 / 519
after CTS: 485 / 555
final: 499 / 555
after floorplan: 1250 / 322
after global placement: 626 / 519
after global routing: 394 / 555
No activity file was given, so power comes from the tool's default toggle rates.
